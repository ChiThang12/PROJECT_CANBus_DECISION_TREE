[/design/flow/run.sh]
#!/bin/bash
# OpenROAD 26Q1-2900-gdf79404cd8, Yosys 0.63+post, stock flow scripts
make -C /OpenROAD-flow-scripts/flow DESIGN_CONFIG=/design/flow/config.mk WORK_HOME=/design/flow/orfs finish
[/design/flow/config.mk]
export PLATFORM = sky130hd
export DESIGN_NAME = threshold_decoder
export DESIGN_NICKNAME = threshold_decoder
export VERILOG_FILES = /design/flow/design.v
export SDC_FILE = /design/flow/constraint.sdc
export NUM_CORES = 4
export LEC_CHECK = 1
export CORE_AREA = 10 10 70 70
export DIE_AREA = 0 0 80 80
[/design/flow/constraint.sdc]
current_design threshold_decoder

set clk_period 5.8
set clk_io_pct 0.2

create_clock -name clk0 -period $clk_period

set non_clock_inputs [all_inputs -no_clocks]
set_input_delay [expr $clk_period * $clk_io_pct] -clock clk0 $non_clock_inputs
set_output_delay [expr $clk_period * $clk_io_pct] -clock clk0 [all_outputs]
[/design/flow/design.v]
module threshold_decoder (
    input  wire [2:0]  feature_id,       
    input  wire [26:0] threshold_raw,    
    input  wire [31:0] feature_value,    
    output reg         comparison_result  
);
    reg [31:0] scaled_threshold;
    reg [4:0]  shift_amount;
    always @(*) begin
        case (feature_id)
            3'd0: shift_amount = 5'd16;   
            3'd1: shift_amount = 5'd23;   
            3'd2: shift_amount = 5'd19;   
            3'd3: shift_amount = 5'd19;   
            3'd4: shift_amount = 5'd16;   
            3'd5: shift_amount = 5'd27;   
            default: shift_amount = 5'd16;
        endcase
        scaled_threshold = {5'b0, threshold_raw};
        comparison_result = (feature_value <= scaled_threshold);
    end
endmodule
==> results.sh <==
# implementation run metrics
export IMPL_status="completed"
export IMPL_hpwl_mm=2.13
export IMPL_ctsResizeCount=0
export IMPL_path_max_fanout=2
export IMPL_core_area_mm2=0.00342
export IMPL_worstSetupPathDepth=9
export IMPL_regArea_um2=0
export IMPL_comb_area_um2=611
export IMPL_warnings=35
export IMPL_crit_slowest_cell="clkdlybuf4s50_1"
export IMPL_synthTopCellsByArea="ha_1 (47%), inv_1 (14%), a21oi_1 (7.0%)"
export IMPL_design_seq_count=0
export IMPL_worst_path_buf_inv=3
export IMPL_max_stage_delay_ns=0.50
export IMPL_min_delay_path_class="in -> out"
export IMPL_rsz0062_at_grt="no"
export IMPL_first_pass_iters=2
export IMPL_die_h_um=80
export IMPL_yosysTopAreaCell="ha_1"
export IMPL_ys_area_um2=712
export IMPL_required_ns=4.64
export IMPL_chip_area_mm2=0.00640
export IMPL_netlist_area_um2=712
export IMPL_arrival_ns=3.41
export IMPL_wl_met2_um=918
export IMPL_crit_chain="clkdlybuf4s50_1 > inv_1 > ha_1 > a21oi_1 > o21ai_0 > a2111oi_2 > o21ai_1 > o22ai_1 > clkdlybuf4s50_1"
export IMPL_postSynthSeqShare_pct=0
export IMPL_io_buffers=60
export IMPL_power_total_mw=0.0784
export IMPL_grt_pass1_vias=881
export IMPL_cts_setup_buffers=0
export IMPL_final_max_slew_viol_count=0
export IMPL_fin_crit_sh_pct=78.8
export IMPL_synthCells=99
export IMPL_p_leak_nw=0.649
export IMPL_avgViaCountPerCell=4.06
export IMPL_drt_iter0_drc=10
export IMPL_layout_top_cells="clkdlybuf4s50_1 (60), inv_1 (27), ha_1 (27)"
export IMPL_io_pin_count=63
export IMPL_vias=833
export IMPL_syn_avg_cell_area_um2=7.19
export IMPL_fillers=353
export IMPL_grt_pass1_wl_mm=3.76
export IMPL_crit_top_cell="clkdlybuf4s50_1"
export IMPL_critPathTopFamily="buffers and inverters"
export IMPL_drt_total_wl_mm=2.22
export IMPL_num_rows=21
export IMPL_drive_gt1_share_pct=1.26
export IMPL_ant_nets=0
export IMPL_hold_depth=4
export IMPL_gp_congestion=0.802
export IMPL_tightest_slew_ns=0.352
export IMPL_track_usage_pct=6.83
export IMPL_grt_overflow_total=0
export IMPL_initial_utilization_pct=20.8
export IMPL_slew_headroom_pct=76.4
export IMPL_critPathLaunchType="input port"
export IMPL_nClkBuffers=0
export IMPL_die_w_um=80
export IMPL_max_freq_mhz=219
export IMPL_setup_viol=0
export IMPL_critPathCaptureType="output port"
export IMPL_diodes=0
export IMPL_synthDistinctLibCells=22
export IMPL_antenna_found_initial=0
export IMPL_timing_setup_tns_ns=0
export IMPL_hold_viol=0
export IMPL_ir_worst_vdd_uv=20.6
export IMPL_wire_per_inst_um=10.8
export IMPL_maxCapViolCount=0
export IMPL_drt_met1_wl_mm=1.03
export IMPL_cts_hold_fix_buffers=0
export IMPL_crit_type="in -> out"
export IMPL_drc=0
export IMPL_yosys_cells=99
export IMPL_synth_warnings=1
export IMPL_period_needed_ns=4.57
export IMPL_grt_max_degree=5
export IMPL_p_per_area_mw_per_mm2=57.2
export IMPL_topRoutingLayerUsed="met3"
export IMPL_lay_top_count="clkdlybuf4s50_1"
export IMPL_synth_top_area_share_pct=47.5
export IMPL_route_met3_wl_um=265
export IMPL_area_growth_pct=92.4
==> area by class of cell <==
| class | count | area share (%) |
|---|---|---|
| inverter | 27 | 7.40 |
| multi-input combinational | 72 | 44.6 |
| tap | 46 | 4.20 |
| timing repair buffer | 60 | 43.8 |
==> per-stage QoR <==
stage | util (%) | worst slack (ns) | std cells | hold slack [ns] | instance area (um^2)
floorplan | - | 2.38 | 99 | 2.46 | 712
global placement | 40.1 | 1.21 | 205 | 3.43 | 1370
detailed placement | 40.1 | 1.19 | 205 | 3.43 | 1370
CTS | 40.1 | 1.18 | 205 | 3.44 | 1370
global route | 40.1 | 1.09 | 205 | 3.48 | 1370
finish | 40.1 | 1.23 | 205 | 3.41 | 1370
==> final timing paths <==
| kind | start | end | slack (ns) |
|---|---|---|---|
| max | threshold_raw[17] | comparison_result | 1.23 |
| min | feature_value[31] | comparison_result | 3.41 |
==> routing by layer <==
metal  vias up  track usage, %
li1        468               -
met5         -               0
met1       329            9.03
met3         0            2.39
met4         0               0
met2        36            11.1
==> power breakdown <==
group	leakage [nW]	switching, mW	internal, mW	total, mW
clock network	0	0	0	0
registers	0	0	0	0
logic	0.649	0.0263	0.0521	0.0784
==> cells in the mapped netlist <==
master and n:
nand2b_1 2, nor4_4 1, nand2_1 7, a2111oi_2 1, nand4b_1 1, nand3_1 2, inv_1 27, nor3_1 1
a2111o_1 1, a221oi_1 1, o21ai_0 3, o22ai_1 1, nor2_1 3, o21ai_1 1, nor2b_1 2, a31oi_1 1
a211oi_1 1, or4_1 1, nand4_1 4, o211ai_1 1, a21oi_1 10, ha_1 27
==> logic make-up (layout without fill, tap and decap cells) <==
family	after synthesis	after routing	share of synthesized area, %
adders and majority gates	27	27	47.5
AOI/OAI and AO/OA	21	21	18.6
and+or+nand+nor	24	24	19.7
buffers and inverters	27	87	14.2
Power and IR drop assume default switching activity.
